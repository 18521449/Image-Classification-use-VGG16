--- flow/run.sh ---
#!/bin/bash
# OpenROAD 26Q1-2900-gdf79404cd8, Yosys 0.63+post, stock flow scripts
make -C /OpenROAD-flow-scripts/flow DESIGN_CONFIG=/design/flow/config.mk WORK_HOME=/design/flow/orfs finish
--- flow/config.mk ---
export PLATFORM = sky130hd
export DESIGN_NAME = max_pooling2x2
export DESIGN_NICKNAME = max_pooling2x2
export VERILOG_FILES = /design/flow/design.v
export SDC_FILE = /design/flow/constraint.sdc
export NUM_CORES = 4
export LEC_CHECK = 1
export CORE_UTILIZATION = 40
--- flow/constraint.sdc ---
current_design max_pooling2x2

set clk_period 18.1
set clk_io_pct 0.2

create_clock -name clk0 -period $clk_period [get_ports {clk}]

set non_clock_inputs [all_inputs -no_clocks]
set_input_delay [expr $clk_period * $clk_io_pct] -clock clk0 $non_clock_inputs
set_output_delay [expr $clk_period * $clk_io_pct] -clock clk0 [all_outputs]
--- flow/design.v ---
module addition_fp (Sum, InA, InB, valid_in, valid_out);
	input [31:0] InA, InB;
	input valid_in;
	output [31:0] Sum;
	output reg valid_out;
	reg [7:0] Exponent, Exponent_A, Exponent_B, Exponent_A_Out, Exponent_B_Out;
	reg  Sign_A, Sign_B, Sign, S, Temp;
	reg [23:0] Fraction_A,  Fraction_B, Fraction, Fraction_A_Out, Fraction_B_Out;
	reg [24:0] Result_Fraction, Fraction_Temp;
	reg [7:0] Ex_Difference;
always @ (InA or InB or valid_in) begin
	if (valid_in) begin
		Sign_A = InA[31];
		Sign_B = InB[31];
		Exponent_A = InA[30:23];
		Exponent_B = InB[30:23];
		Fraction_A = {1'b1, InA[22:0]};
		Fraction_B = {1'b1, InB[22:0]};
		if (Exponent_A == Exponent_B)
		begin
			Exponent_A_Out = Exponent_A + 8'd1;
			Exponent_B_Out = Exponent_B + 8'd1;
			Fraction_A_Out = Fraction_A;
			Fraction_B_Out = Fraction_B;
			S = 1'b1;
		end
		else if (Exponent_A > Exponent_B)
		begin
			Ex_Difference = Exponent_A - Exponent_B; 
			Exponent_A_Out = Exponent_A + 8'd1;
			Exponent_B_Out = Exponent_A + 8'd1;
			Fraction_A_Out = Fraction_A;
			Fraction_B_Out = Fraction_B >> Ex_Difference;
			S = 1'b1;
		end
		else
		begin
			Ex_Difference = Exponent_B - Exponent_A;
			Exponent_A_Out = Exponent_B + 8'd1;
			Exponent_B_Out = Exponent_B + 8'd1;
			Fraction_A_Out = Fraction_B;
			Fraction_B_Out = Fraction_A >> Ex_Difference;
			S = 1'b0;
		end
		if (Sign_A ^ Sign_B)
			Result_Fraction = Fraction_A_Out - Fraction_B_Out;
		else
			Result_Fraction = Fraction_A_Out + Fraction_B_Out;
		Temp = Sign_A ^ Sign_B;
		Sign = S ? (Sign_A ^ (Result_Fraction[24] & Temp)) : (Sign_B ^ (Result_Fraction[24] & Temp));
		Fraction_Temp = (Result_Fraction[24] & Temp) ? (~Result_Fraction + 25'd1) : Result_Fraction;
		Fraction = Fraction_Temp[24:1];
		Exponent = Exponent_A_Out;
		repeat(24)
		begin
			if (Fraction[23] == 1'b0)
			begin
				Fraction = Fraction << 1'b1;
				Exponent = Exponent - 8'd1;
			end
		end
		valid_out <= 1'b1;
	end
	else valid_out <= 1'b0;
end
	assign Sum = (valid_out) ? ((InA == 32'd0 && InB == 32'd0 || InA == 32'h80000000 && InB == 32'd0 ||InB == 32'h80000000 && InA == 32'd80000000 ||InB == 32'h80000000 && InA == 32'd0 ) ? 32'd0 :{Sign, Exponent, Fraction[22:0]}) : 32'dZ;
endmodule
module lines_buffer_maxpool
	#(	parameter DATA_WIDTH = 32,
		parameter IMAGE_WIDTH = 4)
	(	clk,
		rst_n,
		i_valid,
		i_data,
		o_data_0,
		o_data_1,
		o_data_2,
		o_data_3,
		o_valid
	);
input 							clk;
input 							rst_n;
input 							i_valid;
input 	[DATA_WIDTH-1:0] 	i_data;
output 	[DATA_WIDTH-1:0] 	o_data_0;
output 	[DATA_WIDTH-1:0] 	o_data_1;
output 	[DATA_WIDTH-1:0] 	o_data_2;
output 	[DATA_WIDTH-1:0] 	o_data_3;
output reg 						o_valid;
reg [DATA_WIDTH-1:0] register [0:IMAGE_WIDTH+1];
integer row = 1;  
integer col = 0;  
integer count;
always @(posedge clk or negedge rst_n) begin
	if (!rst_n) begin	
		for (count=0; count<IMAGE_WIDTH+2; count=count+1) begin
			register[count] = 32'd0;
		end
	end
	else begin
		if (i_valid) begin
			if (col < IMAGE_WIDTH) begin
				col = col + 1;
			end
			else begin
				if (row < IMAGE_WIDTH) begin
					row = row + 1;
					col = 1;
				end
				else begin
					row = 1;
					col = 1;
				end
			end
			for (count=IMAGE_WIDTH+1; count>0; count=count-1) begin
				register[count] = register[count-1];
			end
			register[0] = i_data;
			if (col >= 2 && row >= 2) begin
				if (col%2==0 && row%2==0) begin
					o_valid <= 1;
				end
				else o_valid <= 0;
			end
			else o_valid <= 0;
		end
		else begin
			o_valid <= 0;
		end
	end
end
assign o_data_0 = (o_valid) ? register[IMAGE_WIDTH+1] : 32'dz;
assign o_data_1 = (o_valid) ? register[IMAGE_WIDTH] : 32'dz;
assign o_data_2 = (o_valid) ? register[1] : 32'dz;
assign o_data_3 = (o_valid) ? register[0] : 32'dz;
endmodule
module max_fp_2input #(parameter DATA_WIDTH = 32)(o_max, i_data_0, i_data_1, i_valid, o_valid);
input 							i_valid;
input 	[DATA_WIDTH-1:0] 	i_data_0;
input 	[DATA_WIDTH-1:0] 	i_data_1;
output 	[DATA_WIDTH-1:0] 	o_max;
output 							o_valid;
wire [DATA_WIDTH-1:0] sub;
addition_fp Subtrac (sub, i_data_0, {~i_data_1[DATA_WIDTH-1],i_data_1[DATA_WIDTH-2:0]}, i_valid, o_valid);
assign o_max = (o_valid) ? ((sub[DATA_WIDTH-1]) ? i_data_1 : i_data_0) : 32'dz;
endmodule
module max_fp_4input #(parameter DATA_WIDTH = 32)(o_max, o_valid, i_data_0, i_data_1, i_data_2, i_data_3, i_valid);
input 							i_valid;
input 	[DATA_WIDTH-1:0] 	i_data_0;
input 	[DATA_WIDTH-1:0] 	i_data_1;
input 	[DATA_WIDTH-1:0] 	i_data_2;
input 	[DATA_WIDTH-1:0] 	i_data_3;
output 	[DATA_WIDTH-1:0] 	o_max;
output 							o_valid;
wire 		[DATA_WIDTH-1:0] 	max0, max1;
wire 								valid_max0, valid_max1;
max_fp_2input #(.DATA_WIDTH(DATA_WIDTH)) Max0 (max0, i_data_0, i_data_1, i_valid, valid_max0);
max_fp_2input #(.DATA_WIDTH(DATA_WIDTH)) Max1 (max1, i_data_2, i_data_3, i_valid, valid_max1);
max_fp_2input #(.DATA_WIDTH(DATA_WIDTH)) Max2 (o_max, max0, max1, valid_max0 & valid_max1, o_valid);
endmodule
module max_pooling2x2 
	#(	parameter DATA_WIDTH = 32,
		parameter IMAGE_WIDTH = 4)
	(	clk,
		rst_n,
		i_valid,
		i_data,
		o_data,
		o_valid
	);
input 							clk;
input 							rst_n;
input 							i_valid;
input 	[DATA_WIDTH-1:0] 	i_data;
output 	[DATA_WIDTH-1:0] 	o_data;
output 							o_valid;
wire [DATA_WIDTH-1:0] data [0:3];
wire load_data_done;
lines_buffer_maxpool 
		#(	.DATA_WIDTH(DATA_WIDTH),
			.IMAGE_WIDTH(IMAGE_WIDTH))
	LinesBuffer
		(	.clk(clk), 
			.rst_n(rst_n), 
			.i_valid(i_valid), 
			.i_data(i_data), 
			.o_data_0(data[0]),
			.o_data_1(data[1]),
			.o_data_2(data[2]),
			.o_data_3(data[3]),
			.o_valid(load_data_done)
		);
max_fp_4input 
		#(	.DATA_WIDTH(DATA_WIDTH))
		max_pool
		(	.o_max(o_data), 
			.o_valid(o_valid),
			.i_data_0(data[0]),
			.i_data_1(data[1]), 
			.i_data_2(data[2]), 
			.i_data_3(data[3]), 
			.i_valid(load_data_done)
		);
endmodule
==> notes.md <==
Physical implementation status

The run finished with clean final reports. Detailed routing inserted a total of 22,800 vias. TritonCTS built the clock tree. The maximum frequency from static timing analysis stands at a little over 100 MHz.

Per the repair_timing log after CTS, setup buffers inserted total 0. The number of antenna repair diodes stands at 0. The timing report gives the biggest stage delay along the critical path as 0.63 ns. The aggregate negative setup slack stands at 0 ns. The total count of max-transition violations in the final report stands at 0. The synthesized area per cell stands at 9.15 sq um. The layout filler cell count stands at 5,809. Per the finish-stage timing summary, setup violations number 0. Compared with the post-synthesis result, the final layout area differs by 10.5%. Summed over all layers, the global routing overflow is 0. The via count of the first global-routing pass is 21,800. For this run, the share of the core covered by cells in the final layout is 44.7%.

The detailed-route DRC error count stands at 0. The initial antenna violation count was 2. The worst-case IR drop observed on VDD is 0.107 mV. The worst setup path is of the flop to output pin kind. In this run, post-CTS repair resized a total of 0 instances. The report puts the hold buffer count at CTS at 0. Yosys reports that the leading cell type by area covers between 10% and 20% of the netlist area. The remaining antenna violation count after routing stands at 0. The power density over the cells stands at between 200 and 250 nW/um^2. The standby leakage power stands at between 10 and 15 nW. The congestion estimate from routability-driven global placement came to 1.06. The number of warnings reported in the yosys synthesis log stands at 10. STA classifies the critical path startpoint as a flop. The count of tool warnings stands at 45. The total die area stands at 63,500 sq um. The cell sitting at the root of the clock tree is a sky130_fd_sc_hd__clkbuf_16.

Per the post-CTS timing run, clock transition at the registers of the reported paths is 0.06 ns. The count of endpoints failing hold in the final timing report stands at 0. The cell row count stands at 91. The number of cells in the yosys synthesis report stands at between 2,000 and 3,000. The register cell area after layout stands at 6800 sq um.

The fraction of synthesis flops using an asynchronous set or reset pin stands at 73.8%. The number of flops mapped to enable cells by yosys stands at 65. In the final layout, the multi-input gates occupy between 15,000 and 20,000 sq um. The number of placed I/O pins stands at about 68.

Setup repair after global routing left no endpoint under its margin. The worst max-slew margin expressed relative to the limit stands at 25.9%. The largest individual stage delay along the critical path comes from the cell sky130_fd_sc_hd__mux2i_1. The area of the core stands at 61,700 sq um.

The wire length of the first global-routing pass stands at 139,000 um. The combined area of all synthesized cells stands at 25,000 sq um. The number of unconstrained endpoints stands at 3.

The floorplan step set the die height to 252 um. The main area contributors are sky130_fd_sc_hd__dfrtp_1, sky130_fd_sc_hd__mux2_2, sky130_fd_sc_hd__edfxtp_1, sky130_fd_sc_hd__mux2i_1, sky130_fd_sc_hd__ha_1. The detailed-placement wirelength estimate stands at 70,100 um. In this run the deepest clock path goes through 3 buffers.

The transition time recorded at the tightest slew-check pin is 1.10 ns. The report shows a maximum critical-path fanout of 44. The number of H-tree levels stands at 1. The later pin in the worst-skew pair is clocked with a latency of 0.59 ns. The average wire length per cell after detail routing stands at 25.4 um. The routed wire length stands at 91,300 um. The path class of the tightest hold or removal check is flop to flop. The biggest area contributor in the post-synthesis netlist is sky130_fd_sc_hd__dfrtp_1. The tally of unique sky130hd cells used after synthesis stands at 114. The vias per cell stands at 6.33.

The length of the first detailed-routing pass in iterations stands at 8. The area of the synthesized netlist per yosys stat stands at 25,000 sq um. At the worst endpoint, the required time is between 10 and 15 ns.

The die outline width stands at 252 um. The timer found 3 register pins that no clock reaches; their paths are not timed. The share of the clock period used by the worst path after layout stands at around 53%.

Listed in order, past its start point the critical path passes nor4_1 > nand2_1 > nor3_1 > a31oi_4 > buf_4 > mux2i_1 > nand4_1 > or4_1 > nor3_1 > nand4_1 > o21ai_4 > buf_4 > mux2i_1 > clkdlybuf4s50_1. The pin count of the biggest net entering global routing stands at 62. The clock period could shrink to slightly below 10 ns.

In this run the maximum-capacitance check reported violations numbering 0. Counting every instance in the synthesized netlist gives 2,730. Summed over all routing layers, the global router reports a total usage of 29.7%. The number of clock buffers inserted by TritonCTS stands at 29. The share of cells above drive strength 1 stands at 17.7%.

Post-synth the commonest register cell is sky130_fd_sc_hd__dfrtp_1. The worst clock skew stands at roughly 0.014 ns. Detailed-route iteration 0 reported a violation count of about 2,200. Counting flops and latches in the post-synthesis netlist gives 260.

The total of buffers placed on input and output ports stands at 67. The effective utilization at floorplan stands at 40.5%. For the worst setup path, the data arrival time is 6.06 ns.

STA classifies the critical path endpoint as an output pin.
## Yosys cell counts (50+ instances only)
library cell	count
sky130_fd_sc_hd__nand2_1	234
sky130_fd_sc_hd__nor2_1	229
sky130_fd_sc_hd__mux2_2	225
sky130_fd_sc_hd__dfrtp_1	192
sky130_fd_sc_hd__mux2i_1	177
sky130_fd_sc_hd__a21oi_1	133
sky130_fd_sc_hd__clkbuf_1	122
sky130_fd_sc_hd__ha_1	115
sky130_fd_sc_hd__o21ai_0	99
sky130_fd_sc_hd__xor2_1	91
sky130_fd_sc_hd__inv_1	87
sky130_fd_sc_hd__nand3_1	70
sky130_fd_sc_hd__edfxtp_1	65
sky130_fd_sc_hd__nand4_1	64
sky130_fd_sc_hd__nor4_1	58
sky130_fd_sc_hd__mux4_2	53
sky130_fd_sc_hd__xnor2_1	50
## state kept, by name, summed over array words and instances (netlist names)
register	cells
LinesBuffer.register	192
max_pool.Max1.Subtrac.Sign	1
LinesBuffer.row	32
LinesBuffer.o_valid	1
LinesBuffer.col	32
max_pool.Max2.Subtrac.Sign	1
max_pool.Max0.Subtrac.Sign	1
## layer usage
metal  vias to the layer above  track usage, %  wire [um]
met3                       196            6.82       8450
met5                         -           0.772         80
met1                     11100            44.0      38800
li1                      10400               -          -
met2                      1088            43.7      40200
met4                         4            9.68       3770
## stage by stage
step / power [W] / hold slack (ns) / cells / area (sq um) / setup slack [ns]
finish: 0.00595 / 0.486 / 3597 / 27600 / 8.42
global route: 0.00635 / 0.521 / 3597 / 27600 / 8.21
CTS: 0.00585 / 0.493 / 3597 / 27600 / 8.52
detailed placement: 0.00524 / 0.475 / 3543 / 26700 / 9.17
global placement: 0.00523 / 0.471 / 3543 / 26700 / 9.17
floorplan: 0.00398 / 0.449 / 2730 / 25000 / 10.63
## path summary, 6_finish.rpt
kind                            slack (ns)  depth (start not counted)                                       to                                     from
worst max-delay path                  8.42                         14                                o_data[9]   LinesBuffer.register[5][9]$_DFFE_PN0P_
worst min-delay path                  0.49                          2  LinesBuffer.register[4][26]$_DFFE_PN0P_  LinesBuffer.register[3][26]$_DFFE_PN0P_
worst max register to register       14.27                         15        LinesBuffer.o_valid$_SDFFCE_PN0P_             LinesBuffer.col[2]$_DFFE_PP_
worst min register to register        0.49                          2  LinesBuffer.register[4][26]$_DFFE_PN0P_  LinesBuffer.register[3][26]$_DFFE_PN0P_
max in group asynchronous            14.03                          2  LinesBuffer.register[5][16]$_DFFE_PN0P_                                    rst_n
min in group asynchronous             2.94                          1   LinesBuffer.register[0][5]$_DFFE_PN0P_                                    rst_n
## worst max-delay path: cells and delay by family, from the launching register on
kind                   cells  cell delay (ns)
AOI/OAI and AO/OA          2             0.48
buffers and inverters      3             1.41
DFF                        1             0.44
muxes                      2             0.89
and+or+nand+nor            7             2.23
## layout by cell type (no fill, tap or decap), drive strengths merged, types with 14 or more instances in the layout
cell type and instances:
o21a 15, edfxtp 65, a31oi 38, nor2b 16, o21ai 112, xor2 93
nor3 34, and2 22, a21o 30, clkdlybuf4s50 65, a211o 16, dfrtp 192
or3 18, o211ai 20, nand4 65, mux2 227, mux4 53, a22oi 20
inv 93, a2111oi 14, clkbuf 40, xnor2 51, nand3 71, nor4 60
nand2b 16, a21oi 135, nor2 230, mux2i 184, o22ai 26, nand2 237
a211oi 23, and3 45, buf 84, ha 115, a221oi 21
## layout make-up
type,instances,share of cell area [%]
clock buffer,38,2.86
clock inverter,16,0.526
inverter,90,1.24
multi-input combinational,2205,62.2
sequential,260,24.6
tap,837,3.79
timing repair buffer,151,4.74
## logic make-up (layout without fill, tap and decap cells)
group                    Yosys count  after routing  share of synthesized area [%]
flip-flops                       257            257                           27.0
buffers and inverters            265            295                           4.43
multiplexers                     464            464                           22.6
adder cells (fa/ha/maj)          124            124                           6.36
latches                            3              3                          0.180
XOR/XNOR                         144            144                           5.14
AND-OR/OR-AND                    603            603                           16.8
AND/OR/NAND/NOR                  870            870                           17.4
## report_power, final
| part | switching [W] | total [W] | internal (W) |
|---|---|---|---|
| Combinational | 0.00274 | 0.00451 | 0.00176 |
| Clock | 0.000253 | 0.000578 | 0.000325 |
| Sequential | 0.000170 | 0.000861 | 0.000691 |
| Total | 0.00317 | 0.00595 | 0.00278 |
Power and IR drop assume default switching activity.
